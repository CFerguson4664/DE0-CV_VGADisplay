==> ./design.v <==
module DFlipFlopAResetComp(D,CLK,Q,reset);
input D,CLK,reset;
output Q;
reg Q;
always@(negedge CLK, posedge reset)
	begin 
		if(reset == 1) Q = 0;
		else Q = D;
	end
endmodule
module JKFlipFlopAResetComp(J,K,CLK,Q,reset);
	input J,K,CLK,reset;
	output Q;
	wire CL;
	assign CL = (~Q & J) | (Q & ~K);
	DFlipFlopAResetComp ff0 (CL,CLK,Q,reset);
endmodule
module sync420Comp(CLK,Cout);
	input CLK;
	output[9:0] Cout;
	wire[9:0] C;
	wire[9:0] jkInput;
	wire reset;
	assign jkInput[0] = 1;
	assign jkInput[1] = C[0];
	assign jkInput[2] = C[1]&C[0];
	assign jkInput[3] = C[2]&C[1]&C[0];
	assign jkInput[4] = C[3]&C[2]&C[1]&C[0];
	assign jkInput[5] = C[4]&C[3]&C[2]&C[1]&C[0];
	assign jkInput[6] = C[5]&C[4]&C[3]&C[2]&C[1]&C[0];
	assign jkInput[7] = C[6]&C[5]&C[4]&C[3]&C[2]&C[1]&C[0];
	assign jkInput[8] = C[7]&C[6]&C[5]&C[4]&C[3]&C[2]&C[1]&C[0];
	assign jkInput[9] = C[8]&C[7]&C[6]&C[5]&C[4]&C[3]&C[2]&C[1]&C[0];
	assign reset = (C==481) ? 1'b1 : 1'b0;
	assign Cout = C;
	JKFlipFlopAResetComp FF0 (jkInput[0],jkInput[0],CLK,C[0],reset);
	JKFlipFlopAResetComp FF1 (jkInput[1],jkInput[1],CLK,C[1],reset);
	JKFlipFlopAResetComp FF2 (jkInput[2],jkInput[2],CLK,C[2],reset);
	JKFlipFlopAResetComp FF3 (jkInput[3],jkInput[3],CLK,C[3],reset);
	JKFlipFlopAResetComp FF4 (jkInput[4],jkInput[4],CLK,C[4],reset);
	JKFlipFlopAResetComp FF5 (jkInput[5],jkInput[5],CLK,C[5],reset);
	JKFlipFlopAResetComp FF6 (jkInput[6],jkInput[6],CLK,C[6],reset);
	JKFlipFlopAResetComp FF7 (jkInput[7],jkInput[7],CLK,C[7],reset);
	JKFlipFlopAResetComp FF8 (jkInput[8],jkInput[8],CLK,C[8],reset);
	JKFlipFlopAResetComp FF9 (jkInput[9],jkInput[9],CLK,C[9],reset);
endmodule
==> ./constraint.sdc <==
current_design sync420Comp

set clk_period 1.0
set clk_io_pct 0.2

create_clock -name clk0 -period $clk_period [get_ports {CLK}]

set non_clock_inputs [all_inputs -no_clocks]
set_input_delay [expr $clk_period * $clk_io_pct] -clock clk0 $non_clock_inputs
set_output_delay [expr $clk_period * $clk_io_pct] -clock clk0 [all_outputs]
==> ./run.sh <==
#!/bin/bash
# OpenROAD 26Q1-2900-gdf79404cd8, Yosys 0.63+post, stock flow scripts
make -C /OpenROAD-flow-scripts/flow DESIGN_CONFIG=/design/flow/config.mk WORK_HOME=/design/flow/orfs finish
==> ./config.mk <==
export PLATFORM = sky130hd
export DESIGN_NAME = sync420Comp
export DESIGN_NICKNAME = sync420Comp
export VERILOG_FILES = /design/flow/design.v
export SDC_FILE = /design/flow/constraint.sdc
export NUM_CORES = 4
export LEC_CHECK = 1
export CORE_AREA = 10 10 73 73
export DIE_AREA = 0 0 83 83
==> results_dict.tcl <==
# collected from the flow reports
set metrics [dict create \
    status "finished, violations left" \
    violations "setup timing" \
    skew_ps 1.698 \
    grt_first_pass_wirelength_um 1869 \
    comb_area_um2 202.7 \
    slew_headroom 0.8046 \
    die_h_um 83 \
    rsz0062_at_grt "true" \
    clk_path_buf_depth 2 \
    wl_um 1036 \
    drt-pass1-iter-count 4 \
    grt_overflow 0 \
    place_congestion 0.6747 \
    dp_worst_setup_slack_ps -593.2 \
    dp.cells 106 \
    cts_sinks 10 \
    antenna_cells 0 \
    ant_nets 0 \
    postPlaceCellArea_um2 726.9 \
    drt_iter0_drc 10 \
    worst_ep_required_time_ps 800 \
    simple_gate_share 0.1739 \
    xor_area_frac 0.1419 \
    synth.cell_area_um2 546.8 \
    viasPerCell 3.097 \
    layout_top_cell "buf_4" \
    ys_cells 46 \
    area_delta_synth_final_pct 40.50 \
    wire_per_inst_um 9.168 \
    adder_share 0.04577 \
    ys.warnings.count 11 \
    path_buffers 1 \
    final_util 0.2052 \
    top_area_frac 0.4577 \
    fin_ws_ps -475.9 \
    cts_tree "done" \
    worstPathCellList "buf_2" \
    ys_seq_frac 0.4577 \
    drive_gt1_frac 0.6000 \
    critical_path_class "flop to output port" \
    grt_pass1_vias 394 \
    p_total_mw 0.9013 \
    yosys.cell_types.count 15 \
    clock-root-buffer "clkbuf_8" \
    cts_buffers 3 \
    most-common-layout-cells "buf_4, dfrtn_1, buf_2, xnor2_1, clkbuf_8" \
    ys.flops 10 \
    clock_latency_ps 250 \
    rows 22 \
    holdWs_ps 373.0 \
    worstPathArrival_ps 1280 \
    tns_ps -5856 \
    port_buffers 10 \
    drc 0 \
    topCombFamilyByArea "buffers and inverters" \
    h-tree-depth 1 \
    top_area_cell "dfrtn_1" \
    grt_max_degree 8 \
    crit_fanout 2 \
    worst_slew_pin_slew_ps 290.4 \
    core-area_mm2 0.003744 \
    syn_area_per_cell_um2 11.89 \
    slowest_stage "dfrtn_1" \
    ys_sh_aoi 0 \
    ys_chip_area_um2 546.8 \
    hp-class "flop to asynchronous set/reset pin" \
    setup.worst_path.start_class "flop" \
    drv_slew 0 \
    die_area_mm2 0.006889 \
    grt_usage 0.03167 \
    seq_area_um2 250.2 \
    finish.instance_area_um2 768.2 \
    pwr_density_cell_mw_per_mm2 1173 \
    path_delay_family "flip-flops" \
    tool_warnings 29 \
    fp-utilization 0.1461 \
    die_w_um 83 \
    instances_no_fill 113 \
    pin_count 11 \
    power.leakage_nw 0.3924 \
    antenna_found_initial 0 \
    slowest_delay_ps 420 \
    top_cells_by_area "dfrtn_1, buf_4, xnor2_1, nand3_2, ha_1" \
    nFillCells 410 \
    hold_violations 0 \
    maxCapViolCount 0 \
    vias 350 \
    ys_sh_mux 0 \
    ir_drop_mv 0.3319 \
    endpoint_kind "output port" \
    setup_viol 16 \
    netlist_instances 46 \
    clk_transition_reported_paths_ps 40 \
]
==> worst paths after layout <==
check	start	end	slack [ps]	cells after the start
max	FF5.ff0.Q$_DFF_NN0_	Cout[5]	-480	1
min	FF3.ff0.Q$_DFF_NN0_	FF9.ff0.Q$_DFF_NN0_	370	4
max reg2reg	FF0.ff0.Q$_DFF_NN0_	FF7.ff0.Q$_DFF_NN0_	-250	5
min reg2reg	FF3.ff0.Q$_DFF_NN0_	FF9.ff0.Q$_DFF_NN0_	370	4
max in group asynchronous	FF8.ff0.Q$_DFF_NN0_	FF0.ff0.Q$_DFF_NN0_	110	6
min in group clk0	FF0.ff0.Q$_DFF_NN0_	FF0.ff0.Q$_DFF_NN0_	450	2
==> cells by family (layout without fill, tap and decap cells) <==
| kind of cell | after synthesis | count (layout) |
|---|---|---|
| simple gates | 11 | 11 |
| flops | 10 | 10 |
| xor+xnor | 8 | 8 |
| buf+inv | 15 | 34 |
| fa+ha+maj | 2 | 2 |
==> state kept, by name (all words and copies together) (netlist names) <==
signal	cells
FF0.ff0.Q	1
FF1.ff0.Q	1
FF2.ff0.Q	1
FF3.ff0.Q	1
FF4.ff0.Q	1
FF5.ff0.Q	1
FF6.ff0.Q	1
FF7.ff0.Q	1
FF8.ff0.Q	1
FF9.ff0.Q	1
==> synth_stat cells, drive strengths merged <==
cell type / count
nand2: 1
nand3: 5
buf: 11
clkbuf: 1
and3: 1
nor4: 1
xnor2: 6
dfrtn: 10
inv: 3
nand4: 1
xor2: 2
ha: 2
and4: 2
==> power breakdown <==
| group | switching [mW] | internal, mW |
|---|---|---|
| registers | 0 | 0.408 |
| clock network | 0.148 | 0.345 |
| logic | 0 | 0 |
| total | 0.148 | 0.753 |
==> per-layer routing <==
layer	wire, um	global-route usage	part of all wire
met1	458	0.03774	0.44
met2	401	0.04190	0.39
met3	167	0.02657	0.16
met4	8	0.007692	0.0077
met5	0	0	0
==> final cells by class <==
class / instances / area share
Timing Repair Buffer: 27 / 0.2459
Multi-Input combinational cell: 21 / 0.2638
Inverter: 3 / 0.01466
Sequential cell: 10 / 0.3257
Tap cell: 48 / 0.07818
Clock buffer: 4 / 0.07166
==> worst reg2reg max path: stages (launching register included) <==
cell     delay (ps)
dfrtn_1         420
buf_6           120
and4_1          200
buf_6           140
nand4_4          80
xnor2_2         140
==> timing repair <==
item	CTS	global route
setup endpoints to repair	17	18
setup buffers	5	0
pin swaps	2	0
hold buffers	0	0
gates resized	33	3
Power is estimated from default activity; no workload was simulated.
