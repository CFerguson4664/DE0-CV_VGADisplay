[design.v]
module DFlipFlopAResetComp(D,CLK,Q,reset);
input D,CLK,reset;
output Q;
reg Q;
always@(negedge CLK, posedge reset)
	begin 
		if(reset == 1) Q = 0;
		else Q = D;
	end
endmodule
module JKFlipFlopAResetComp(J,K,CLK,Q,reset);
	input J,K,CLK,reset;
	output Q;
	wire CL;
	assign CL = (~Q & J) | (Q & ~K);
	DFlipFlopAResetComp ff0 (CL,CLK,Q,reset);
endmodule
module sync525Comp(CLK,Cout);
	input CLK;
	output[9:0] Cout;
	wire[9:0] C;
	wire[9:0] jkInput;
	wire reset;
	assign jkInput[0] = 1;
	assign jkInput[1] = C[0];
	assign jkInput[2] = C[1]&C[0];
	assign jkInput[3] = C[2]&C[1]&C[0];
	assign jkInput[4] = C[3]&C[2]&C[1]&C[0];
	assign jkInput[5] = C[4]&C[3]&C[2]&C[1]&C[0];
	assign jkInput[6] = C[5]&C[4]&C[3]&C[2]&C[1]&C[0];
	assign jkInput[7] = C[6]&C[5]&C[4]&C[3]&C[2]&C[1]&C[0];
	assign jkInput[8] = C[7]&C[6]&C[5]&C[4]&C[3]&C[2]&C[1]&C[0];
	assign jkInput[9] = C[8]&C[7]&C[6]&C[5]&C[4]&C[3]&C[2]&C[1]&C[0];
	assign reset = (C==525) ? 1'b1 : 1'b0;
	assign Cout = C;
	JKFlipFlopAResetComp FF0 (jkInput[0],jkInput[0],CLK,C[0],reset);
	JKFlipFlopAResetComp FF1 (jkInput[1],jkInput[1],CLK,C[1],reset);
	JKFlipFlopAResetComp FF2 (jkInput[2],jkInput[2],CLK,C[2],reset);
	JKFlipFlopAResetComp FF3 (jkInput[3],jkInput[3],CLK,C[3],reset);
	JKFlipFlopAResetComp FF4 (jkInput[4],jkInput[4],CLK,C[4],reset);
	JKFlipFlopAResetComp FF5 (jkInput[5],jkInput[5],CLK,C[5],reset);
	JKFlipFlopAResetComp FF6 (jkInput[6],jkInput[6],CLK,C[6],reset);
	JKFlipFlopAResetComp FF7 (jkInput[7],jkInput[7],CLK,C[7],reset);
	JKFlipFlopAResetComp FF8 (jkInput[8],jkInput[8],CLK,C[8],reset);
	JKFlipFlopAResetComp FF9 (jkInput[9],jkInput[9],CLK,C[9],reset);
endmodule
[run.sh]
#!/bin/bash
# OpenROAD 26Q1-2900-gdf79404cd8, Yosys 0.63+post, stock flow scripts
make -C /OpenROAD-flow-scripts/flow DESIGN_CONFIG=/design/flow/config.mk WORK_HOME=/design/flow/orfs finish
[config.mk]
export PLATFORM = sky130hd
export DESIGN_NAME = sync525Comp
export DESIGN_NICKNAME = sync525Comp
export VERILOG_FILES = /design/flow/design.v
export SDC_FILE = /design/flow/constraint.sdc
export NUM_CORES = 4
export LEC_CHECK = 1
export CORE_AREA = 10 10 70 70
export DIE_AREA = 0 0 80 80
[constraint.sdc]
current_design sync525Comp

set clk_period 1.3
set clk_io_pct 0.2

create_clock -name clk0 -period $clk_period [get_ports {CLK}]

set non_clock_inputs [all_inputs -no_clocks]
set_input_delay [expr $clk_period * $clk_io_pct] -clock clk0 $non_clock_inputs
set_output_delay [expr $clk_period * $clk_io_pct] -clock clk0 [all_outputs]
==> impl_metrics.tcl <==
# metrics dict for downstream scripts
set metrics [dict create \
    status "finished, violations left" \
    failed_checks "setup timing" \
    syn_inst 48 \
    cpMaxStageDelayCell "dfrtn_1" \
    hold_viol 0 \
    die_h_um 80 \
    fin_tns_setup_ns -3.77 \
    synth_area_um2 524 \
    top_area_cell "dfrtn_1" \
    drt_iter0_drc 2 \
    drt.antenna.violating_nets 0 \
    slew_viol_final 0 \
    synth.area.top_cells "dfrtn_1 48%, buf_4 14%, xnor2_1 8.4%, xor2_1 5.0%, ha_1 4.8%" \
    power_frac_comb_pct 0 \
    p_switching_mw 0.103 \
    vias_per_cell 3.22 \
    internal_power_mw 0.483 \
    ys_cells 48 \
    ys.warnings.count 11 \
    clk_latency_ns 0.27 \
    crit_fanout 2 \
    final_area_um2 724 \
    cts_root_buf "clkbuf_4" \
    warnings 29 \
    async_reset_ff_share_pct 100 \
    synth_cell_types 14 \
    grt_pass1_vias 384 \
    max_slew_margin_pct 70.5 \
    top_cells_by_count "10 x buf_4, 10 x dfrtn_1, 5 x xnor2_1, 4 x inv_1" \
    routed_wl_um 1050 \
    ff_type "dfrtn_1" \
    fin_ws_ns -0.387 \
    worstPathCellList "buf_2" \
    rsz0062_at_grt "true" \
    syn-mean-instance-area_um2 10.9 \
    crit_type "register to output port" \
    p_seq_share_pct 53.4 \
    cts_sinks 10 \
    clk_pin_slew_ns 0.05 \
    clkPwrFrac_pct 46.6 \
    chipArea_mm2 0.00640 \
    drive_above_1_share_pct 51.5 \
    clock_skew_ns 0.00258 \
    n_antenna_cell 0 \
    netlist.area_leader.share_pct 47.7 \
    clk_path_buf_depth 2 \
    vdd_drop_max_mv 0.296 \
    wire_per_inst_um 9.41 \
    power.total_mw 0.586 \
    slowest_delay_ns 0.41 \
    grt_start_max_net_pins 11 \
    io_pins 11 \
    cts_tree "yes" \
    p_leak_nw 0.377 \
    enable_flop_cells 0 \
    placedCellCount 104 \
    grt_pass1_wl_um 1750 \
    fillers 380 \
    synth_seq_share_pct 47.7 \
    port-buffer-count 10 \
    gp_congestion 0.779 \
    crit_path_end_kind "output port" \
    antenna_found_initial 0 \
    cp_top_family "flip-flops" \
    finalNonFillerCells 112 \
    powerDensity_mw_per_mm2 809 \
    cts_made_buffers 3 \
    tightest_slew_ns 0.442 \
    switching_share_pct 17.6 \
    worstHoldPathType "register to asynchronous set/reset pin" \
    rrSetupSlack_ns 0.08 \
    cap_violations 0 \
    track_usage_pct 3.39 \
    postPlaceCellArea_um2 682 \
    fin_hold_ws_ns 0.364 \
    dp_hpwl_um 809 \
    crit_path_start_kind "register" \
    drtPass1Iterations 2 \
    htreeDepth 1 \
    core_area_mm2 0.00342 \
    syn2layout_area_growth_pct 38.2 \
    overflow 0 \
    cp.required_ns 1.04 \
    ys_area_um2 524 \
    setup_viol 10 \
    die_w_um 80 \
    initCoreUtil_pct 15.3 \
    rows 21 \
    vias 361 \
    drc 0 \
    crit_buf_inv 1 \
    arrival_ns 1.43 \
    ys.flops 10 \
]
flip-flops by register name, indices dropped and copies added (netlist names):
register,count
FF6.ff0.Q,1
FF4.ff0.Q,1
FF7.ff0.Q,1
FF8.ff0.Q,1
FF2.ff0.Q,1
FF0.ff0.Q,1
FF1.ff0.Q,1
FF9.ff0.Q,1
FF3.ff0.Q,1
FF5.ff0.Q,1
per-layer routing:
| metal | part of all wire [%] | track usage (%) |
|---|---|---|
| met3 | 4.5 | 1.25 |
| met1 | 51 | 4.63 |
| met5 | 0 | 0 |
| met4 | 1.1 | 0.880 |
| met2 | 43 | 4.90 |
layout make-up:
cell class	instances	area, um2	area share [%]
clock buffers	4	36.3	5.01
well taps	46	57.6	7.94
multi-input cells	24	210	29.0
repair buffers	24	155	21.4
inverters	4	15.0	2.07
flip-flops and latches	10	250	34.5
stage by stage:
step	worst slack [ns]	utilization [%]
after floorplan	-0.206	-
after CTS	-0.405	20.4
after global placement	-0.492	20.0
after global routing	-0.449	21.2
final	-0.387	21.2
after detailed placement	-0.498	20.0
repair_timing:
| item | 4_1_cts | 5_1_grt |
|---|---|---|
| gates resized | 30 | 5 |
| setup buffers | 4 | 1 |
| hold buffers | 0 | 0 |
| endpoints found under the hold margin | 0 | 0 |
| setup endpoints to repair | 10 | 13 |
| pin swaps | 0 | 1 |
worst reg2reg max path, cell delays in order (launching register included):
cell and delay [ns]:
dfrtn_1 0.40, buf_4 0.10, buf_4 0.13, nand4_4 0.15
nor3_2 0.20, xor2_1 0.10
layout by cell type (no fill, tap or decap), drive strengths merged:
cell type   n
ha          2
nand2       3
inv         4
xor2        3
nand4       2
nor2        1
nand3       3
xnor2       5
and4        1
clkbuf      4
dfrtn      10
buf        24
nor3        4
worst paths after layout:
path / start / end / cells after the start
worst max-delay path: FF4.ff0.Q / Cout[4] / 1
worst min-delay path: FF8.ff0.Q / FF4.ff0.Q / 3
worst max register to register: FF1.ff0.Q / FF8.ff0.Q / 5
worst min register to register: FF8.ff0.Q / FF4.ff0.Q / 3
max in group asynchronous: FF1.ff0.Q / FF0.ff0.Q / 7
min in group clk0: FF0.ff0.Q / FF0.ff0.Q / 2
power groups by stage:
stage                 Combinational (mW)  Sequential (mW)  Clock [mW]
after global routing         0.000000219            0.313       0.312
after CTS                    0.000000208            0.313       0.285
final                        0.000000219            0.313       0.273
logic make-up after synthesis:
logic type	count (synthesis)	synth area share, %
buffers and inverters	14	17.2
DFF	10	47.7
and+or+nand+nor	14	16.9
adders and majority gates	2	4.77
xor gates and xnor gates	8	13.4
Power is estimated from default activity; no workload was simulated.
