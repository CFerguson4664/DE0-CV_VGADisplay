### design/flow/config.mk
export PLATFORM = sky130hd
export DESIGN_NAME = sync800Comp
export DESIGN_NICKNAME = sync800Comp
export VERILOG_FILES = /design/flow/design.v
export SDC_FILE = /design/flow/constraint.sdc
export NUM_CORES = 4
export LEC_CHECK = 1
export CORE_AREA = 10 10 70 70
export DIE_AREA = 0 0 80 80
### design/flow/constraint.sdc
current_design sync800Comp

set clk_period 1.0
set clk_io_pct 0.2

create_clock -name clk0 -period $clk_period [get_ports {CLK}]

set non_clock_inputs [all_inputs -no_clocks]
set_input_delay [expr $clk_period * $clk_io_pct] -clock clk0 $non_clock_inputs
set_output_delay [expr $clk_period * $clk_io_pct] -clock clk0 [all_outputs]
### design/flow/design.v
module DFlipFlopAResetComp(D,CLK,Q,reset);
input D,CLK,reset;
output Q;
reg Q;
always@(negedge CLK, posedge reset)
	begin 
		if(reset == 1) Q = 0;
		else Q = D;
	end
endmodule
module JKFlipFlopAResetComp(J,K,CLK,Q,reset);
	input J,K,CLK,reset;
	output Q;
	wire CL;
	assign CL = (~Q & J) | (Q & ~K);
	DFlipFlopAResetComp ff0 (CL,CLK,Q,reset);
endmodule
module sync800Comp(CLK,Cout);
	input CLK;
	output[9:0] Cout;
	wire[9:0] C;
	wire[9:0] jkInput;
	wire reset;
	assign jkInput[0] = 1;
	assign jkInput[1] = C[0];
	assign jkInput[2] = C[1]&C[0];
	assign jkInput[3] = C[2]&C[1]&C[0];
	assign jkInput[4] = C[3]&C[2]&C[1]&C[0];
	assign jkInput[5] = C[4]&C[3]&C[2]&C[1]&C[0];
	assign jkInput[6] = C[5]&C[4]&C[3]&C[2]&C[1]&C[0];
	assign jkInput[7] = C[6]&C[5]&C[4]&C[3]&C[2]&C[1]&C[0];
	assign jkInput[8] = C[7]&C[6]&C[5]&C[4]&C[3]&C[2]&C[1]&C[0];
	assign jkInput[9] = C[8]&C[7]&C[6]&C[5]&C[4]&C[3]&C[2]&C[1]&C[0];
	assign reset = (C==800) ? 1'b1 : 1'b0;
	assign Cout = C;
	JKFlipFlopAResetComp FF0 (jkInput[0],jkInput[0],CLK,C[0],reset);
	JKFlipFlopAResetComp FF1 (jkInput[1],jkInput[1],CLK,C[1],reset);
	JKFlipFlopAResetComp FF2 (jkInput[2],jkInput[2],CLK,C[2],reset);
	JKFlipFlopAResetComp FF3 (jkInput[3],jkInput[3],CLK,C[3],reset);
	JKFlipFlopAResetComp FF4 (jkInput[4],jkInput[4],CLK,C[4],reset);
	JKFlipFlopAResetComp FF5 (jkInput[5],jkInput[5],CLK,C[5],reset);
	JKFlipFlopAResetComp FF6 (jkInput[6],jkInput[6],CLK,C[6],reset);
	JKFlipFlopAResetComp FF7 (jkInput[7],jkInput[7],CLK,C[7],reset);
	JKFlipFlopAResetComp FF8 (jkInput[8],jkInput[8],CLK,C[8],reset);
	JKFlipFlopAResetComp FF9 (jkInput[9],jkInput[9],CLK,C[9],reset);
endmodule
### design/flow/run.sh
#!/bin/bash
# OpenROAD 26Q1-2900-gdf79404cd8, Yosys 0.63+post, stock flow scripts
make -C /OpenROAD-flow-scripts/flow DESIGN_CONFIG=/design/flow/config.mk WORK_HOME=/design/flow/orfs finish
==> flow_metrics.env <==
# yosys + openroad results
export IMPL_outcome="complete, but fails checks"
export IMPL_violations="negative setup slack"
export IMPL_crit_slowest_cell="sky130_fd_sc_hd__dfrtn_1"
export IMPL_global_route_overflow_total=0
export IMPL_syn_cell_area_um2=536
export IMPL_syn_area_per_cell_um2=11.4
export IMPL_power_share_of_the_combinational_group=0
export IMPL_static_leakage_power_uw=0.000381
export IMPL_timing_critical_path_to_type="output port"
export IMPL_wl_um=1020
export IMPL_detailedRoute_firstIterationViolations=23
export IMPL_synth_cells_yosys=47
export IMPL_timing_rr_end="FF6.ff0.Q"
export IMPL_worst_pin_slew_ns=0.149
export IMPL_synth_cells_most_frequent="sky130_fd_sc_hd__buf_4, sky130_fd_sc_hd__dfrtn_1, sky130_fd_sc_hd__xnor2_1"
export IMPL_max_cap_violations=0
export IMPL_wire_per_inst_um=9.15
export IMPL_cts_tree="built"
export IMPL_clock_network_latency_to_the_later_pin_of_the_worst_skew_pair_ns=0.27
export IMPL_num_io_pins=11
export IMPL_place_area_um2=716
export IMPL_critical_path_required_ns=0.80
export IMPL_clkSlewWorstSetupHoldPaths_ns=0.05
export IMPL_worstRegToRegCells=4
export IMPL_seqCellArea_um2=250
export IMPL_clockPowerShare=0.474
export IMPL_largest_net_degree_at_the_start_of_global_routing=8
export IMPL_clock_tree_root_cell="sky130_fd_sc_hd__clkbuf_4"
export IMPL_areaGrowthSynthToFinish_pct=38.8
export IMPL_diodes=0
export IMPL_cp_cell_sequence="buf_2"
export IMPL_rows=21
export IMPL_log_warning_count=29
export IMPL_drive_above_1_share=0.569
export IMPL_vias=364
export IMPL_numPortBuffers=10
export IMPL_finalMaxSlewViolations=0
export IMPL_vdd_ir_drop_worst_uv=254
export IMPL_core_util_floorplan=0.157
export IMPL_remaining_drc_errors=0
export IMPL_synth_lib_cells_used_distinct=15
export IMPL_fin_ws_ns=-0.502
export IMPL_ctsLongestPathBuffers=2
export IMPL_ys_seq_elements=10
export IMPL_synth_cells=47
export IMPL_postRouteAntennaNets=0
export IMPL_worst_slew_margin_rel=0.900
export IMPL_fin_skew_ns=0.000732
export IMPL_setup_violations=17
export IMPL_synth_edff_count=0
export IMPL_drt_pass1_iterations=3
export IMPL_min_path_type="reg2async"
export IMPL_die_height_um=80
export IMPL_grt_total_usage=0.0339
export IMPL_totalPowerFinal_uw=774
export IMPL_synth_chip_area_um2=536
export IMPL_path_delay_family="flip-flops"
export IMPL_clock_sinks=10
export IMPL_share_seq_of_total_power=0.526
export IMPL_stdcell_count=111
export IMPL_global_route_wire_length_before_repair_um=1740
export IMPL_switching_power_share_of_the_total=0.189
export IMPL_worst_path_max_fanout=2
export IMPL_timing_setup_critical_path_class="reg2out"
export IMPL_cts_htree_levels=1
export IMPL_worst_r2r_setup_slack_ns=-0.13
export IMPL_layout_core_utilization=0.218
export IMPL_area_combinational_um2=225
export IMPL_synth_async_sr_flop_share=1.00
export IMPL_critPathLaunchType="register"
export IMPL_detailedPlacementHpwl_um=781
export IMPL_post_synth_main_area_contributors="sky130_fd_sc_hd__dfrtn_1, sky130_fd_sc_hd__buf_4, sky130_fd_sc_hd__xnor2_1, sky130_fd_sc_hd__xor2_1, sky130_fd_sc_hd__ha_1"
export IMPL_yosysTopAreaCellShare=0.467
export IMPL_design_area_um2=743
export IMPL_internal_power_uw=628
export IMPL_worst_r2r_startpoint="FF1.ff0.Q"
export IMPL_setup_repair_after_global_routing_missed_its_margin="yes"
export IMPL_place_gp_congestion=0.733
export IMPL_grt_antenna_before_repair=0
export IMPL_fp_dieW_um=80
export IMPL_fp_coreArea_um2=3420
export IMPL_vias_per_cell=3.28
export IMPL_tritoncts_num_buffers=3
export IMPL_power_density_nw_per_um2=1040
export IMPL_timing_critical_path_slowest_cell_delay_ns=0.43
export IMPL_fin_hold_ws_ns=0.275
export IMPL_die_area_um2=6400
export IMPL_n_fill_cell=369
export IMPL_place_inst=106
export IMPL_netSwitchingPower_uw=146
export IMPL_number_of_global_route_vias_before_repair=386
export IMPL_synth_area_leader_cell="sky130_fd_sc_hd__dfrtn_1"
export IMPL_synth_top_flop_cell="sky130_fd_sc_hd__dfrtn_1"
export IMPL_cp_data_arrival_time_ns=1.30
export IMPL_yosys_stat_seqShare=0.467
export IMPL_final_hold_vio_count=0
export IMPL_synth_yosys_warnings=11
export IMPL_critPathBufInv=1
-- layout by cell type, fill, tap and decap left out, types with 2 or more instances in the layout --
cell type and n:
sky130_fd_sc_hd__buf_2 10, sky130_fd_sc_hd__buf_4 12, sky130_fd_sc_hd__buf_6 2, sky130_fd_sc_hd__clkbuf_4 3, sky130_fd_sc_hd__dfrtn_1 10, sky130_fd_sc_hd__ha_1 2
sky130_fd_sc_hd__inv_1 2, sky130_fd_sc_hd__nand3_1 2, sky130_fd_sc_hd__xnor2_1 5, sky130_fd_sc_hd__xor2_1 3
-- sequential cells by signal, indices dropped and copies added, names as in the netlist --
signal / cells
FF0.ff0.Q: 1
FF1.ff0.Q: 1
FF2.ff0.Q: 1
FF3.ff0.Q: 1
FF4.ff0.Q: 1
FF5.ff0.Q: 1
FF6.ff0.Q: 1
FF7.ff0.Q: 1
FF8.ff0.Q: 1
FF9.ff0.Q: 1
-- how the worst max path moves through the flow --
| stage | startpoint | end | cells after the start |
|---|---|---|---|
| finish | FF9.ff0.Q | Cout[9] | 1 |
| CTS | FF8.ff0.Q | Cout[8] | 1 |
| global route | FF9.ff0.Q | Cout[9] | 1 |
-- cell type report --
class / count / share of cell area
sequential: 10 / 0.337
multi-input combinational: 24 / 0.303
timing repair buffer: 24 / 0.219
tap: 46 / 0.0774
clock buffer: 4 / 0.0488
inverter: 3 / 0.0152
-- power groups by stage --
stage,Combinational [uW],Sequential (uW),Clock (uW)
CTS,0.000212,406,381
global route,0.000223,406,410
finish,0.000223,407,367
-- per-layer routing --
layer | global-route usage | part of all wire | vias up
met3 | 0.0227 | 0.11 | 2
li1 | - | - | 181
met1 | 0.0429 | 0.48 | 173
met2 | 0.0449 | 0.39 | 8
met4 | 0.0106 | 0.017 | 0
met5 | 0 | 0 | -
-- stage by stage --
step	setup TNS, ns	setup WS, ns
2_1_floorplan	-2.86	-0.309
3_3_place_gp	-6.14	-0.593
3_5_place_dp	-6.20	-0.585
4_1_cts	-5.45	-0.519
5_1_grt	-6.24	-0.556
6_report	-5.28	-0.502
-- timing repair --
action / 4_1_cts / 5_1_grt
hold buffers: 0 / 0
pin swaps: 2 / 1
setup endpoints to repair: 17 / 17
setup buffers: 0 / 3
resized: 37 / 5
-- cell families after synthesis --
family,share of synthesized area
buffers and inverters,0.161
DFF,0.467
xor gates and xnor gates,0.131
adders and majority gates,0.0467
and+or+nand+nor,0.194
No activity file was given, so power comes from the tool's default toggle rates.
